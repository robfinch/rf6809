==> design.v <==
package DFPPkg;
typedef struct packed
{
	logic sign;
	logic [4:0] combo;
	logic [14:0] expc;	 
	logic [139:0] sigc;	 
} DFP160;
typedef struct packed
{
	logic sign;
	logic [4:0] combo;
	logic [11:0] expc;	 
	logic [109:0] sigc;	 
} DFP128;
typedef logic [13:0] DFP128EXP;
typedef logic [135:0] DFP128SIG;
typedef struct packed
{
	logic nan;
	logic qnan;
	logic snan;
	logic infinity;
	logic sign;
	logic [13:0] exp;
	logic [135:0] sig;	 
} DFP128U;
typedef struct packed
{
	logic nan;
	logic qnan;
	logic snan;
	logic infinity;
	logic sign;
	logic [13:0] exp;
	logic [139:0] sig;	 
} DFP128UN;
typedef struct packed
{
	logic nan;
	logic qnan;
	logic snan;
	logic infinity;
	logic sign;
	logic [13:0] exp;
	logic [279:0] sig;	 
} DFP128UD;
typedef logic [9:0] DFP64EXP;
typedef logic [63:0] DFP64SIG;
typedef struct packed
{
	logic sign;
	logic [4:0] combo;
	logic [7:0] expc;		 
	logic [49:0] sigc;	 
} DFP64;
typedef struct packed
{
	logic nan;
	logic qnan;
	logic snan;
	logic infinity;
	logic sign;
	logic [9:0] exp;
	logic [63:0] sig;		 
} DFP64U;
typedef struct packed
{
	logic nan;
	logic qnan;
	logic snan;
	logic infinity;
	logic sign;
	logic [9:0] exp;
	logic [67:0] sig;		 
} DFP64UN;
typedef struct packed
{
	logic nan;
	logic qnan;
	logic snan;
	logic infinity;
	logic sign;
	logic [9:0] exp;
	logic [127:0] sig;		 
} DFP64UD;
endpackage
package nic_pkg;
parameter TRUE = 1'b1;
parameter FALSE = 1'b0;
parameter PT_NULL = 6'd0;
parameter PT_READ = 6'd1;
parameter PT_WRITE = 6'd2;
parameter PT_ACK = 6'd3;
parameter PT_RETRY = 6'd4;
parameter PT_AREAD = 6'd5;	 
parameter PT_AACK = 6'd6;
typedef logic [23:0] Address;
typedef logic [11:0] Data;
typedef struct packed
{
	logic [5:0] did;
	logic [5:0] sid;
	logic [5:0] age;
	logic ack;
	logic [5:0] typ;
	logic [1:0] pad2;
	logic we;
	Address adr;
	Data dat;
} Packet;
typedef struct packed
{
	logic [5:0] did;
	logic [5:0] sid;
	logic [5:0] age;
	logic irq;
	logic firq;
	Data cause;
} IPacket;
endpackage
package gfx_pkg;
parameter point_width = 16;
parameter address_width = 32;
parameter BPP6 = 4'd1;
parameter BPP8 = 4'd2;
parameter BPP12 = 4'd3;
parameter BPP16 = 4'd4;
parameter BPP18 = 4'd5;
parameter BPP21 = 4'd6;
parameter BPP24 = 4'd7;
parameter BPP27 = 4'd8;
parameter BPP32 = 4'd9;
parameter BPP33 = 4'd10;
endpackage
package gfx_pkg64;
  parameter GFX_CONTROL        = 9'h000;
  parameter GFX_STATUS         = 9'h008;
  parameter GFX_ALPHA          = 9'h010;
  parameter GFX_COLORKEY       = 9'h018;
  parameter GFX_TARGET_BASE    = 9'h020;
  parameter GFX_TARGET_SIZE_X  = 9'h028;
  parameter GFX_TARGET_SIZE_Y  = 9'h030;
  parameter GFX_TEX0_BASE      = 9'h038;
  parameter GFX_TEX0_SIZE_X    = 9'h040;
  parameter GFX_TEX0_SIZE_Y    = 9'h048;
  parameter GFX_SRC_PIXEL0_X   = 9'h050;
  parameter GFX_SRC_PIXEL0_Y   = 9'h058;
  parameter GFX_SRC_PIXEL1_X   = 9'h060;
  parameter GFX_SRC_PIXEL1_Y   = 9'h068;
  parameter GFX_DEST_PIXEL_X   = 9'h070;
  parameter GFX_DEST_PIXEL_Y   = 9'h078;
  parameter GFX_DEST_PIXEL_Z   = 9'h080;
  parameter GFX_AA             = 9'h088;
  parameter GFX_AB             = 9'h090;
  parameter GFX_AC             = 9'h098;
  parameter GFX_TX             = 9'h0A0;
  parameter GFX_BA             = 9'h0A8;
  parameter GFX_BB             = 9'h0B0;
  parameter GFX_BC             = 9'h0B8;
  parameter GFX_TY             = 9'h0C0;
  parameter GFX_CA             = 9'h0C8;
  parameter GFX_CB             = 9'h0D0;
  parameter GFX_CC             = 9'h0D8;
  parameter GFX_TZ             = 9'h0E0;
  parameter GFX_CLIP_PIXEL0_X  = 9'h0E8;
  parameter GFX_CLIP_PIXEL0_Y  = 9'h0F0;
  parameter GFX_CLIP_PIXEL1_X  = 9'h0F8;
  parameter GFX_CLIP_PIXEL1_Y  = 9'h100;
  parameter GFX_COLOR0         = 9'h108;
  parameter GFX_COLOR1         = 9'h110;
  parameter GFX_COLOR2         = 9'h118;
  parameter GFX_U0             = 9'h120;
  parameter GFX_V0             = 9'h128;
  parameter GFX_U1             = 9'h130;
  parameter GFX_V1             = 9'h138;
  parameter GFX_U2             = 9'h140;
  parameter GFX_V2             = 9'h148;
  parameter GFX_ZBUFFER_BASE   = 9'h150;
  parameter GFX_TARGET_X0			 = 9'h160;
  parameter GFX_TARGET_Y0			 = 9'h168;
  parameter GFX_TARGET_X1			 = 9'h170;
  parameter GFX_TARGET_Y1			 = 9'h178;
  parameter GFX_FONT_TABLE_BASE= 9'h180;
  parameter GFX_FONT_ID				 = 9'h188;
  parameter GFX_CHAR_CODE			 = 9'h190;
  parameter GFX_CTRL_CHAR		  = 0;
	parameter GFX_CTRL_TEXTURE  = 2;
  parameter GFX_CTRL_BLENDING = 3;
  parameter GFX_CTRL_COLORKEY = 4;
  parameter GFX_CTRL_CLIPPING = 5;
  parameter GFX_CTRL_ZBUFFER  = 6;
  parameter GFX_CTRL_RECT     = 8;
  parameter GFX_CTRL_LINE     = 9;
  parameter GFX_CTRL_TRI      = 10;
  parameter GFX_CTRL_CURVE    = 11;
  parameter GFX_CTRL_INTERP   = 12;
  parameter GFX_CTRL_INSIDE   = 13;
  parameter GFX_CTRL_ACTIVE_POINT    = 16;
  parameter GFX_CTRL_FORWARD_POINT   = 18;
  parameter GFX_CTRL_TRANSFORM_POINT = 19;
  parameter GFX_CTRL_COLOR_DEPTH = 20;
  parameter GFX_STAT_BUSY     = 0;
endpackage
`timescale 1ns / 1ps
module DDBCDToBin(rst, clk, ld, bcd, bin, done);
parameter WID = 128;
parameter DEP =	2;		 
localparam BCDWID = ((WID+(WID-4)/3)+3) & -4;
input rst;
input clk;
input ld;
input [BCDWID-1:0] bcd;
output reg [WID-1:0] bin;
output reg done;
integer k;
genvar n,g;
reg [WID-1:0] binw, binwt;			 
reg [BCDWID-1:0] bcdwt;
reg [BCDWID-1:0] bcdw [0:DEP];	 
reg [7:0] bitcnt;
reg [2:0] state;
parameter IDLE = 3'd0;
parameter CHK5 = 3'd1;
parameter SHFT = 3'd2;
parameter DONE = 3'd3;
function [BCDWID-1:0] fnRow;
input [BCDWID-1:0] i;
begin
	fnRow = 'd0;
	for (k = 0; k < BCDWID; k = k + 4)
		if (((i >> k) & 4'hF) >= 4'd8)
			fnRow = fnRow | (((i >> k) & 4'hF) - 4'd3) << k;
		else
			fnRow = fnRow | ((i >> k) & 4'hf) << k;
end
endfunction
always_comb
	bcdw[0] = bcdwt;
generate begin : gRows
	for (n = 0; n < DEP; n = n + 1)
		always_comb
		begin
			binwt[WID-DEP+n] = bcdw[n][0];
			bcdw[n+1] = fnRow({1'b0,bcdw[n][BCDWID-1:1]});
		end
end
endgenerate
always_ff @(posedge clk)
if (rst) begin
	state <= IDLE;
	done <= 1'b1;
	bcdwt <= 'd0;
	binw <= 'd0;
	bitcnt <= 'd0;
	bin <= 'd0;
end
else begin
	if (ld) begin
		done <= 1'b0;
		bitcnt <= (WID+DEP-1)/DEP-1;
		binw <= 'd0;
		bcdwt <= bcd;
		state <= SHFT;
	end
	else
	case(state)
	IDLE:	;
	SHFT:
		begin
			bitcnt <= bitcnt - 2'd1;
			if (bitcnt==8'd0) begin
				state <= DONE;
			end
			bcdwt <= bcdw[DEP];
			binw <= {binwt[WID-1:WID-DEP],binw[WID-1:DEP]};
		end
	DONE:
		begin
			bin <= binw;
			done <= 1'b1;
			state <= IDLE;
		end
	default:
		state <= IDLE;
	endcase
end
endmodule
==> run.sh <==
#!/bin/bash
# OpenROAD 26Q1-2900-gdf79404cd8, Yosys 0.63+post, stock flow scripts
make -C /OpenROAD-flow-scripts/flow DESIGN_CONFIG=/design/flow/config.mk WORK_HOME=/design/flow/orfs finish
==> config.mk <==
export PLATFORM = sky130hd
export DESIGN_NAME = DDBCDToBin
export DESIGN_NICKNAME = DDBCDToBin
export VERILOG_FILES = /design/flow/design.v
export SDC_FILE = /design/flow/constraint.sdc
export NUM_CORES = 4
export LEC_CHECK = 1
export CORE_UTILIZATION = 50
==> constraint.sdc <==
current_design DDBCDToBin

set clk_period 11.1
set clk_io_pct 0.2

create_clock -name clk0 -period $clk_period [get_ports {clk}]

set non_clock_inputs [all_inputs -no_clocks]
set_input_delay [expr $clk_period * $clk_io_pct] -clock clk0 $non_clock_inputs
set_output_delay [expr $clk_period * $clk_io_pct] -clock clk0 [all_outputs]
==> flow_summary.toml <==
# implementation run metrics
[critical_path]
crit_chain = "buf_6, inv_2, nand2_4, buf_4, buf_4, nand2_1, a21oi_1"
path_buffers = 4
regToRegSetupSlack_ns = 8.12
crit_start = "ld"
critical_path_required_ns = 11.61
critPathCaptureType = "register"
path_common_cell = "buf_4"
endpoint = "bin[2]"
crit_path_top_delay_cell = "buf_4"
r2r_end = "bcdwt[167]"
critPathLaunchType = "input pin"
reg2reg_from = "state[1]"
worst_ep_arrival_time_ns = 4.50
cpPeakStageDelay_ns = 0.52
crit_type = "in2reg"
crit_cells = 7
path_delay_family = "buffers and inverters"
crit_fanout = 58
rr_worst_depth = 5

[routing]
drt-initial-drc-count = 1159
num_vias = 19200
via_per_inst = 5.29
postRouteAntennaNets = 0
drc_errors = 0
drt_wl_total_mm = 58.2
wl_per_cell_um = 16.1
drt_pass1_iterations = 6

[die]
fp.dieW_um = 217
die_area_um2 = 47100
ios = 304
coreArea_um2 = 45500
core.rowCount = 78
initCoreUtil_pct = 50.9
die_h_um = 217

[pwr]
powerDensity_nw_per_um2 = 139
leakage_nw = 10.7
vdd_drop_max_mv = 0.111

[clocking]
clk_pin_slew_worst_paths_ns = 0.06
insertion_delay_ns = 0.60
cts_resized = 0
clock-sinks = 439
cts_buffers = 48
htreeDepth = 2
cts_setup_buffers = 0
cts_root_buffer = "clkbuf_16"
cts_tree = "done"
cts_hold_buffers = 0
clock_path_buffers = 3

[synth]
top_cell_area_share_pct = 38.0
yosys_register_bits = 439
postSynthCellCount = 2811
flop_cell = "dfxtp_1"
yosys_area_um2 = 23100
synth_seq_share_pct = 38.0
synth-edff-count = 0
area_leaders = "dfxtp_1 38%, a21oi_1 9.3%, mux2i_1 7.4%"
yosys_warnings = 2
synth_cell_types = 37
ys_cells = 2811
yosysTopAreaCell = "dfxtp_1"
netlist_area_um2 = 23100
syn_avg_cell_area_um2 = 8.23
async_flop_share_pct = 0

[final_timing]
fin_skew_ns = 0.0201
rsz0062_at_grt = "false"
setup_ws_ns = 7.11
min_period_ns = 3.99
slew_headroom_pct = 46.1
worstMarginPinSlew_ns = 0.809
fin_crit_sh_pct = 36.0
fin_tns_setup_ns = 0
slew_violations = 0
hold_ws_ns = 0.452
max_freq_ghz = 0.250
final-hold-violation-count = 0
finalSetupViolations = 0

[finish]
area_delta_synth_final_pct = 19.9
mostFrequentLayoutCells = "438 x dfxtp_1, 430 x a21oi_1, 301 x clkdlybuf4s50_1"
final_cells = 3624
utilization_pct = 61.0
drive_gt1_share_pct = 3.58
layout_top_cell = "dfxtp_1"

[global_route]
grt_pass1_vias = 17900
grt_pass1_wl_mm = 93.3
grt.total_usage_pct = 25.3
antenna_found_initial = 15
grt_max_degree = 104
overflow = 0

[worst_hold_path]
hold_path_class = "reg2reg"

[placed_design]
hpwl_mm = 37.0
dpl_worst_slack_ns = 6.49
dpl.cell_count = 3533
gp_congestion = 0.890
io_buffers = 303

[job]
warnings = 115
cap_violations = 0

[run_status]
status = "finished, final reports clean"
==> sequential cells by signal (all words and copies together), names as in the netlist <==
name	flops
state	2
bcdwt	172
binw	128
bin	128
done	1
bitcnt	8
==> metrics by stage <==
step	area [um^2]	power, mW
3_5_place_dp	26200	2.33
5_1_grt	27700	4.04
4_1_cts	27700	3.89
6_report	27700	3.85
2_1_floorplan	23100	2.17
3_3_place_gp	26200	2.33
==> metal layers <==
metal	track usage, %	up-vias	part of all wire (%)
met5	0	-	0.15
met4	5.66	14	2.1
met3	4.54	86	5.6
met2	38.4	442	45
met1	38.6	8831	48
li1	-	9806	-
==> final cells by class <==
cell class / instances / area, um^2
sequential: 439 / 8790
clock buffer: 71 / 1400
inverter: 131 / 492
tap: 600 / 751
clock inverter: 12 / 123
multi-input combinational: 2037 / 12900
timing repair buffer: 326 / 3210
fill: 3909 / 17800
antenna: 8 / 20.0
==> logic make-up after synthesis <==
kind of cell / Yosys count / share of synthesized area [%]
and+or+nand+nor: 757 / 14.8
adders and majority gates: 129 / 6.98
buffers and inverters: 335 / 6.26
AOI/OAI and AO/OA: 764 / 18.4
xor gates and xnor gates: 213 / 8.07
muxes: 174 / 7.54
DFF: 439 / 38.0
==> how the worst min path moves through the flow <==
stage | startpoint | endpoint | slack, ns | depth (start not counted)
4_1_cts | bin[44] | bin[44] | 0.46 | 2
5_1_grt | bin[46] | bin[46] | 0.47 | 2
6_report | bin[44] | bin[44] | 0.45 | 2
==> synthesized netlist by cell type, drive strengths merged (2+ instances only) <==
cell,count
and3,43
o22ai,42
a211oi,2
dfxtp,439
o21a,41
mux2i,172
buf,137
o2bb2ai,40
clkbuf,67
xnor2,168
nand2,266
mux2,2
xor2,45
nor4b,2
nor3,85
a21o,42
nor2b,84
nor2,226
o21ai,164
inv,131
nand2b,46
a21oi,430
ha,129
==> tightest hold or removal path: stages, from the launching register on <==
cell and delay, ns:
dfxtp_1 0.30, nand2_1 0.05, a21oi_1 0.05
==> report_power, final <==
group	internal, mW	total (mW)	switching (mW)
Sequential	1.63	1.71	0.0872
Clock	0.895	1.55	0.657
Combinational	0.283	0.589	0.306
No activity file was given, so power comes from the tool's default toggle rates.
