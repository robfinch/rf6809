`design/flow/run.sh`:
```
#!/bin/bash
# OpenROAD 26Q1-2900-gdf79404cd8, Yosys 0.63+post, stock flow scripts
make -C /OpenROAD-flow-scripts/flow DESIGN_CONFIG=/design/flow/config.mk WORK_HOME=/design/flow/orfs finish
```
`design/flow/config.mk`:
```
export PLATFORM = sky130hd
export DESIGN_NAME = DDBinToBCD
export DESIGN_NICKNAME = DDBinToBCD
export VERILOG_FILES = /design/flow/design.v
export SDC_FILE = /design/flow/constraint.sdc
export NUM_CORES = 4
export LEC_CHECK = 1
export CORE_UTILIZATION = 30
```
`design/flow/constraint.sdc`:
```
current_design DDBinToBCD

set clk_period 19.9
set clk_io_pct 0.2

create_clock -name clk0 -period $clk_period [get_ports {clk}]

set non_clock_inputs [all_inputs -no_clocks]
set_input_delay [expr $clk_period * $clk_io_pct] -clock clk0 $non_clock_inputs
set_output_delay [expr $clk_period * $clk_io_pct] -clock clk0 [all_outputs]
```
`design/flow/design.v`:
```
package DFPPkg;
typedef struct packed
{
	logic sign;
	logic [4:0] combo;
	logic [14:0] expc;	 
	logic [139:0] sigc;	 
} DFP160;
typedef struct packed
{
	logic sign;
	logic [4:0] combo;
	logic [11:0] expc;	 
	logic [109:0] sigc;	 
} DFP128;
typedef logic [13:0] DFP128EXP;
typedef logic [135:0] DFP128SIG;
typedef struct packed
{
	logic nan;
	logic qnan;
	logic snan;
	logic infinity;
	logic sign;
	logic [13:0] exp;
	logic [135:0] sig;	 
} DFP128U;
typedef struct packed
{
	logic nan;
	logic qnan;
	logic snan;
	logic infinity;
	logic sign;
	logic [13:0] exp;
	logic [139:0] sig;	 
} DFP128UN;
typedef struct packed
{
	logic nan;
	logic qnan;
	logic snan;
	logic infinity;
	logic sign;
	logic [13:0] exp;
	logic [279:0] sig;	 
} DFP128UD;
typedef logic [9:0] DFP64EXP;
typedef logic [63:0] DFP64SIG;
typedef struct packed
{
	logic sign;
	logic [4:0] combo;
	logic [7:0] expc;		 
	logic [49:0] sigc;	 
} DFP64;
typedef struct packed
{
	logic nan;
	logic qnan;
	logic snan;
	logic infinity;
	logic sign;
	logic [9:0] exp;
	logic [63:0] sig;		 
} DFP64U;
typedef struct packed
{
	logic nan;
	logic qnan;
	logic snan;
	logic infinity;
	logic sign;
	logic [9:0] exp;
	logic [67:0] sig;		 
} DFP64UN;
typedef struct packed
{
	logic nan;
	logic qnan;
	logic snan;
	logic infinity;
	logic sign;
	logic [9:0] exp;
	logic [127:0] sig;		 
} DFP64UD;
endpackage
package nic_pkg;
parameter TRUE = 1'b1;
parameter FALSE = 1'b0;
parameter PT_NULL = 6'd0;
parameter PT_READ = 6'd1;
parameter PT_WRITE = 6'd2;
parameter PT_ACK = 6'd3;
parameter PT_RETRY = 6'd4;
parameter PT_AREAD = 6'd5;	 
parameter PT_AACK = 6'd6;
typedef logic [23:0] Address;
typedef logic [11:0] Data;
typedef struct packed
{
	logic [5:0] did;
	logic [5:0] sid;
	logic [5:0] age;
	logic ack;
	logic [5:0] typ;
	logic [1:0] pad2;
	logic we;
	Address adr;
	Data dat;
} Packet;
typedef struct packed
{
	logic [5:0] did;
	logic [5:0] sid;
	logic [5:0] age;
	logic irq;
	logic firq;
	Data cause;
} IPacket;
endpackage
package gfx_pkg;
parameter point_width = 16;
parameter address_width = 32;
parameter BPP6 = 4'd1;
parameter BPP8 = 4'd2;
parameter BPP12 = 4'd3;
parameter BPP16 = 4'd4;
parameter BPP18 = 4'd5;
parameter BPP21 = 4'd6;
parameter BPP24 = 4'd7;
parameter BPP27 = 4'd8;
parameter BPP32 = 4'd9;
parameter BPP33 = 4'd10;
endpackage
package gfx_pkg64;
  parameter GFX_CONTROL        = 9'h000;
  parameter GFX_STATUS         = 9'h008;
  parameter GFX_ALPHA          = 9'h010;
  parameter GFX_COLORKEY       = 9'h018;
  parameter GFX_TARGET_BASE    = 9'h020;
  parameter GFX_TARGET_SIZE_X  = 9'h028;
  parameter GFX_TARGET_SIZE_Y  = 9'h030;
  parameter GFX_TEX0_BASE      = 9'h038;
  parameter GFX_TEX0_SIZE_X    = 9'h040;
  parameter GFX_TEX0_SIZE_Y    = 9'h048;
  parameter GFX_SRC_PIXEL0_X   = 9'h050;
  parameter GFX_SRC_PIXEL0_Y   = 9'h058;
  parameter GFX_SRC_PIXEL1_X   = 9'h060;
  parameter GFX_SRC_PIXEL1_Y   = 9'h068;
  parameter GFX_DEST_PIXEL_X   = 9'h070;
  parameter GFX_DEST_PIXEL_Y   = 9'h078;
  parameter GFX_DEST_PIXEL_Z   = 9'h080;
  parameter GFX_AA             = 9'h088;
  parameter GFX_AB             = 9'h090;
  parameter GFX_AC             = 9'h098;
  parameter GFX_TX             = 9'h0A0;
  parameter GFX_BA             = 9'h0A8;
  parameter GFX_BB             = 9'h0B0;
  parameter GFX_BC             = 9'h0B8;
  parameter GFX_TY             = 9'h0C0;
  parameter GFX_CA             = 9'h0C8;
  parameter GFX_CB             = 9'h0D0;
  parameter GFX_CC             = 9'h0D8;
  parameter GFX_TZ             = 9'h0E0;
  parameter GFX_CLIP_PIXEL0_X  = 9'h0E8;
  parameter GFX_CLIP_PIXEL0_Y  = 9'h0F0;
  parameter GFX_CLIP_PIXEL1_X  = 9'h0F8;
  parameter GFX_CLIP_PIXEL1_Y  = 9'h100;
  parameter GFX_COLOR0         = 9'h108;
  parameter GFX_COLOR1         = 9'h110;
  parameter GFX_COLOR2         = 9'h118;
  parameter GFX_U0             = 9'h120;
  parameter GFX_V0             = 9'h128;
  parameter GFX_U1             = 9'h130;
  parameter GFX_V1             = 9'h138;
  parameter GFX_U2             = 9'h140;
  parameter GFX_V2             = 9'h148;
  parameter GFX_ZBUFFER_BASE   = 9'h150;
  parameter GFX_TARGET_X0			 = 9'h160;
  parameter GFX_TARGET_Y0			 = 9'h168;
  parameter GFX_TARGET_X1			 = 9'h170;
  parameter GFX_TARGET_Y1			 = 9'h178;
  parameter GFX_FONT_TABLE_BASE= 9'h180;
  parameter GFX_FONT_ID				 = 9'h188;
  parameter GFX_CHAR_CODE			 = 9'h190;
  parameter GFX_CTRL_CHAR		  = 0;
	parameter GFX_CTRL_TEXTURE  = 2;
  parameter GFX_CTRL_BLENDING = 3;
  parameter GFX_CTRL_COLORKEY = 4;
  parameter GFX_CTRL_CLIPPING = 5;
  parameter GFX_CTRL_ZBUFFER  = 6;
  parameter GFX_CTRL_RECT     = 8;
  parameter GFX_CTRL_LINE     = 9;
  parameter GFX_CTRL_TRI      = 10;
  parameter GFX_CTRL_CURVE    = 11;
  parameter GFX_CTRL_INTERP   = 12;
  parameter GFX_CTRL_INSIDE   = 13;
  parameter GFX_CTRL_ACTIVE_POINT    = 16;
  parameter GFX_CTRL_FORWARD_POINT   = 18;
  parameter GFX_CTRL_TRANSFORM_POINT = 19;
  parameter GFX_CTRL_COLOR_DEPTH = 20;
  parameter GFX_STAT_BUSY     = 0;
endpackage
`timescale 1ns / 1ps
module DDBinToBCD(rst, clk, ld, bin, bcd, done);
parameter WID = 128;
parameter DEP = 2;		 
localparam BCDWID = ((WID+(WID-4)/3)+3) & -4;
input rst;
input clk;
input ld;
input [WID-1:0] bin;
output reg [BCDWID-1:0] bcd;
output reg done;
integer k;
genvar n,g;
reg [WID-1:0] binw;								 
reg [BCDWID-1:0] bcdwt;
reg [BCDWID-1:0] bcdw [0:DEP-1];	 
reg [7:0] bitcnt;
reg [2:0] state;
parameter IDLE = 3'd0;
parameter CHK5 = 3'd1;
parameter SHFT = 3'd2;
parameter DONE = 3'd3;
function [BCDWID-1:0] fnRow;
input [BCDWID-1:0] i;
input lsb;
begin
	fnRow = 'd0;
	for (k = 0; k < BCDWID; k = k + 4)
		if (((i >> k) & 4'hF) > 4'd4)
			fnRow = fnRow | (((i >> k) & 4'hF) + 4'd3) << k;
		else
			fnRow = fnRow | ((i >> k) & 4'hf) << k;
	fnRow = {fnRow,lsb};
end
endfunction
always_comb
	bcdw[0] = fnRow(bcdwt,binw[WID-1]);
generate begin : gRows
	for (n = 1; n < DEP; n = n + 1)
		always_comb
			bcdw[n] = fnRow(bcdw[n-1],binw[WID-1-n]);
end
endgenerate
always_ff @(posedge clk)
if (rst) begin
	state <= IDLE;
	done <= 1'b1;
	bcdwt <= 'd0;
	binw <= 'd0;
	bitcnt <= 'd0;
end
else begin
	if (ld) begin
		done <= 1'b0;
		bitcnt <= (WID+DEP-1)/DEP-1;
		binw <= bin << DEP;
		bcdwt <= 'd0;
		state <= SHFT;
	end
	else
	case(state)
	IDLE:	;
	SHFT:
		begin
			bitcnt <= bitcnt - 2'd1;
			if (bitcnt==8'd1) begin
				state <= DONE;
			end
			bcdwt <= bcdw[DEP-1];
			binw <= binw << DEP;
		end
	DONE:
		begin
			bcd <= bcdwt;
			done <= 1'b1;
			state <= IDLE;
		end
	default:
		state <= IDLE;
	endcase
end
endmodule
```
==> flow_summary.toml <==
# flow metrics
[run_status]
status = "completed"

[yosys]
numSynthFlops = 481
top_cell = "nor2_1"
ys_seq_share_pct = 45.0
synth_top_area_share_pct = 24.5
yosysUniqueCellTypes = 66
syn_area_per_cell_um2 = 9.45
synth_warnings = 2
yosys-top-cells-count = "nor2_1 (361), dfxtp_1 (309), a21oi_1 (262)"
yosys.area.top_type = "dfxtp_1"
synth_cells = 2666
ff_type = "dfxtp_1"
synth-edff-count = 172
synth_area_um2 = 25200
async_flop_share_pct = 0
ys_cells = 2666
yosysChipArea_um2 = 25200
top_cells_by_area = "dfxtp_1 (25%), edfxtp_1 (20%), mux2i_1 (8.0%)"

[layout]
comb_area_um2 = 12900
final_core_util_pct = 37.8
drive_gt1_share_pct = 8.55
area_delta_synth_final_pct = 24.0
n_fill_cell = 8072
flop_area_um2 = 11400

[cts]
cts.path.max_buffers = 3
cts_root_buffer = "clkbuf_16"
cts_setup_buffers = 0
cts_hold_buf = 0
cts_buffers = 59
htree_levels = 2
clkSinkCount = 481
cts_resized = 0
path_clk_slew_ns = 0.06
cts_tree = "yes"
clock.latency.late_pin_ns = 0.62

[global_routing]
busiest_layer = "met1"
grt.total_usage_pct = 14.6
gr-total-overflow = 0
grt_max_degree = 79
grtUsageMet1_pct = 21.9
grt_pass1_vias = 18200
grt_pass1_wl_mm = 98.6
use_met3_pct = 4.32
antenna_found_initial = 3
use_met2_pct = 21.7

[power]
max-vdd-ir-drop_uv = 54.0
power.density_nw_per_um2 = 78.0
p_leak_nw = 10.9

[hold_path]
worstHoldPathType = "flip-flop to flip-flop"
hp-start = "state[2]"
hold_depth = 2

[final_timing]
fmax_mhz = 170
period_needed_ns = 5.89
setup-tns-final_ns = 0
tightest_slew_ns = 0.822
drv_slew = 0
fin_crit_sh_pct = 29.6
finalHoldViolations = 0
finalClockSkew_ns = 0.0212
setup_viol = 0
relSlewSlack_pct = 45.2
rsz0062_at_grt = "no"

[setup_path]
arrival_ns = 6.40
critPathKind = "input pin to flip-flop"
r2r_cells = 5
r2r_start = "state[1]"
crit_fanout = 67
endpoint_kind = "flip-flop"
critical_path_required_ns = 20.41
critical_path.startpoint = "ld"
worst_setup_path_start_kind = "input pin"

[die]
fp.dieH_um = 292
fp-row-count = 105
die_area_um2 = 85200
io_pins = 304
die_x_um = 292
coreArea_um2 = 82600
fp_util_pct = 30.5

[route]
drt_iter0_drc = 966
ant_nets = 0
post_drt_wl_per_cell_um = 15.3
num_vias = 19600
drc = 0
avgViaCountPerCell = 4.88
finalWirelength_mm = 61.3
firstDrtPassIters = 5

[run]
max_cap_viol_count = 0
warnings = 28

[place]
gp_congestion = 0.833
hpwl_mm = 39.9
portBuffers = 301
[sequential cells by signal, summed over array words and instances, names as in the netlist]
name,cells
bcdwt,172
bitcnt,8
bcd,172
done,1
state,2
binw,126
[worst max-delay path: stages]
cell and delay, ns:
buf_6 0.24, nor2_4 0.14, buf_4 0.42, nand2_2 0.56, buf_4 0.47, or3_1 0.42, o311ai_1 0.09
[final timing paths]
check	end	slack (ns)
setup / recovery	bcdwt[8]	14.01
hold / removal	done	0.49
setup reg to reg	bcdwt[8]	16.61
hold reg to reg	done	0.49
[logic make-up after synthesis]
family / count (synthesis) / share of synthesized area, %
compound gates: 864 / 22.7
xor+xnor: 49 / 1.70
fa+ha+maj: 47 / 2.33
buf+inv: 248 / 3.88
flops: 481 / 45.0
mux: 209 / 8.36
simple gates: 768 / 16.0
[power breakdown]
| group | internal [mW] | total, mW | switching [mW] |
|---|---|---|---|
| clock | 0.706 | 1.15 | 0.448 |
| combinational | 0.0987 | 0.210 | 0.111 |
| sequential | 1.04 | 1.07 | 0.0315 |
[stage by stage]
stage          setup slack [ns]  total power [mW]  std cells  hold slack [ns]  area, um^2
6_report                  14.01              2.44       4018            0.491       31200
5_1_grt                   13.83              2.55       4017            0.525       31200
4_1_cts                   13.97              2.48       4017            0.495       31200
3_5_place_dp              13.33              1.30       3905            0.483       29100
3_3_place_gp              13.31              1.30       3905            0.480       29100
2_1_floorplan             10.71              1.24       2666            0.406       25200
[area by class of cell]
cell class / count / share of cell area, %
Sequential cell: 481 / 36.3
Inverter: 97 / 1.17
Clock inverter: 29 / 1.14
Tap cell: 1070 / 4.29
Clock buffer: 83 / 5.71
Timing Repair Buffer: 320 / 10.1
Antenna cell: 1 / 0.00801
Multi-Input combinational cell: 1937 / 41.2
[per-layer routing]
metal	up-vias	share of wire (%)
met5	-	0.044
met4	4	1.8
met3	76	7.2
met2	391	43
met1	8920	48
li1	10200	-
[cells in the final DEF (no fill, tap or decap), types with 8 or more instances in the layout]
master             n
nand2b_1          12
a31oi_1           53
o21ai_1           39
clkdlybuf4s50_1  299
nor2_1           360
nand3_1            9
o31ai_1           37
a221o_1           36
mux2i_1          201
o2bb2ai_1         37
o31a_1            37
edfxtp_1         172
clkinv_2           8
or3_4             32
a21oi_1          262
nand2_1          129
buf_4             20
nor3_1            43
dfxtp_1          308
clkbuf_8           9
nor2b_4           36
nor2b_1           37
a22oi_4           35
clkbuf_16         65
or3_1             10
a21o_1            39
and3_1            35
clkbuf_1           9
nand3b_1          38
o21ai_0          259
inv_1             96
ha_1              47
xor2_1            42
No activity file was given, so power comes from the tool's default toggle rates.
